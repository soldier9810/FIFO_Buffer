===== design/flow/design.v =====
`timescale 1ns / 1ps
module fifo #(parameter no_of_words = 3, bits_per_word = 8)(
    input logic clk, areset,
    input logic write, read,
    input logic [bits_per_word - 1 : 0] write_data,
    output logic [bits_per_word - 1 : 0] read_data,
    output logic full, empty
);
    logic [no_of_words - 1 : 0] write_address, read_address;
    fifo_control #(.no_of_words(no_of_words))
        control(.*);
    fifo_register #(.no_of_words(no_of_words), .bits_per_word(bits_per_word))
        register(.w_en(write & ~full), .*);
endmodule
`timescale 1ns / 1ps
module fifo_control #(parameter no_of_words = 3)(
    input logic clk, areset,
    input logic write, read,
    output logic full, empty,
    output logic [no_of_words - 1 : 0] write_address, read_address
    );
    logic [no_of_words - 1 : 0] w_current, w_next;
    logic [no_of_words - 1 : 0] r_current, r_next;
    logic full_next, empty_next;
    always_ff @(posedge clk or posedge areset) begin
        if (areset) begin
            w_current <= 0;
            r_current <= 0;
            full <= 0;
            empty <= 1'b1;
        end
        else begin
            w_current <= w_next;
            r_current <= r_next;
            full <= full_next;
            empty <= empty_next; 
        end
    end
    always_comb begin
        w_next = w_current;
        r_next = r_current;
        full_next = full;
        empty_next = empty;
        case({write, read})
            2'b01: begin
                if (~empty) begin
                    r_next = r_current + 1'b1;
                    full_next = 1'b0;
                    if (r_next == w_current) empty_next = 1'b1;
                end
            end
            2'b10: begin
                if ( ~full) begin
                    w_next = w_current + 1'b1;
                    empty_next = 1'b0;
                    if (w_next == r_current) full_next = 1'b1;
                end
            end
            2'b11: begin
                if (empty) begin
                    w_next = w_current;
                    r_next = r_current;
                end
                else begin
                    r_next = r_current + 1'b1;
                    w_next = w_current + 1'b1;
                end
            end
            default: ;
        endcase
    end
    assign write_address = w_current;
    assign read_address = r_current;
endmodule
`timescale 1ns / 1ps
module fifo_register #(parameter no_of_words = 3, bits_per_word = 8)(
    input logic clk, w_en,
    input logic [no_of_words-1:0] read_address, write_address,
    input logic [bits_per_word - 1 : 0] write_data,
    output logic [bits_per_word - 1 : 0] read_data
    );
    logic [bits_per_word - 1 : 0] memory [0 : 2**no_of_words - 1];
    always_ff @(posedge clk) begin
        if (w_en) memory[write_address] <= write_data;
    end
    assign read_data = memory[read_address];
endmodule

===== design/flow/run.sh =====
#!/bin/bash
# OpenROAD 26Q1-2900-gdf79404cd8, Yosys 0.63+post, stock flow scripts
make -C /OpenROAD-flow-scripts/flow DESIGN_CONFIG=/design/flow/config.mk WORK_HOME=/design/flow/orfs finish

===== design/flow/config.mk =====
export PLATFORM = sky130hd
export DESIGN_NAME = fifo
export DESIGN_NICKNAME = fifo
export VERILOG_FILES = /design/flow/design.v
export SDC_FILE = /design/flow/constraint.sdc
export NUM_CORES = 4
export LEC_CHECK = 1
export CORE_UTILIZATION = 40

===== design/flow/constraint.sdc =====
current_design fifo

set clk_period 2.5
set clk_io_pct 0.2

create_clock -name clk0 -period $clk_period [get_ports {clk}]

set non_clock_inputs [all_inputs -no_clocks]
set_input_delay [expr $clk_period * $clk_io_pct] -clock clk0 $non_clock_inputs
set_output_delay [expr $clk_period * $clk_io_pct] -clock clk0 [all_outputs]

==> reports/results.ini <==
[status]
status=completed

[grt]
grt_max_degree=14
grt_pass1_wl_mm=7.98
grt_pass1_vias=1535
antenna_found_initial=0
gr-total-overflow=0
track_usage_pct=15.9

[setup_path]
slowest_stage=mux4_2
crit_required_ps=2000
crit_cells=4
worstPathArrival_ps=1890
r2r_setup_slack_ps=580
max_stage_delay_ps=510
crit_type=flip-flop to output pin
start_kind=flip-flop
end_kind=output pin
path_max_fanout=5
path_buffers=2
crit_chain=buf_6, mux4_2, mux2_4, clkdlybuf4s15_1
crit_family=multiplexers
rr_worst_depth=6

[power_and_ir_drop]
p_sw_share_pct=28.0
p_per_area_nw_per_um2=1130
clkPwrFrac_pct=21.9
p_leak_uw=0.00123
intPower_uw=2910
netSwitchingPower_uw=1130
seq_power_share_pct=41.3
ir_drop_uv=510
power_frac_comb_pct=36.8

[routing]
wire_per_inst_um=17.4
viasPerCell=4.87
ant_nets=0
drt-total-wl_mm=5.07
via_count=1423
dr.first_iter.drc_count=95
first_pass_iters=4
diodes=0
drc=0

[final_timing]
min_period_ps=2390
worst_slew_pin_slew_ps=335
max_freq_ghz=0.418
fin_crit_sh_pct=95.6
skew_ps=8.90
setup_viol=0
maxSlewHeadroom_pct=77.4
finalHoldViolations=0
final.setup.tns_ps=0
drv_slew=0
rsz0062_at_grt=no

[synth]
async_flop_share_pct=11.1
yosysWarnings=2
synthesis.area_um2=2970
syn_avg_cell_area_um2=20.8
synthFlopType=edfxtp_1
ys_cells=143
yosysUniqueCellTypes=26
yosys_area_um2=2970
syn_inst=143
ys_seq_elements=72
synth-edff-count=64
ys_seq_share_pct=71.5

[run]
warnings=25
drv_cap=0

[die]
coreArea_um2=7210
dieArea_um2=7770
die_h_um=88.2
fp_util_pct=41.2
num_io_pins=22
num_rows=31
die_w_um=88.2

[clocking]
clock_sinks=72
hold_buffers=0
clk-insertion-delay-late_ps=340
path_clk_slew_ps=80
clock-root-buffer=clkbuf_8
clockBufferDepth=2
cts_inserted_buffers=9
cts_tree=built
htreeDepth=3

[final_layout]
layout_top_cell=edfxtp_1
utilization_pct=49.5
drive_gt1_share_pct=34.2
layout_top_cells=edfxtp_1 (64), mux4_2 (15), clkdlybuf4s50_1 (13), buf_4 (12), clkbuf_8 (9)
area_delta_synth_final_pct=20.2
n_fill_cell=604

[placed_design]
place_congestion=0.811
port_buffers=21
dp_hpwl_mm=3.09

[hold_path]
min_path_type=input pin to asynchronous set/reset pin

[sequential cells by signal (all words and copies together), names as in the netlist]
| register | count |
|---|---|
| control.empty | 1 |
| control.r_current | 3 |
| control.w_current | 3 |
| register.memory | 64 |
| control.full | 1 |
[path summary, 6_finish.rpt]
check                                startpoint       endpoint
max in group asynchronous                areset  control.empty
hold / removal                           areset   control.full
hold reg to reg                   control.empty  control.empty
setup reg to reg           control.r_current[1]  control.empty
min in group clk0                 control.empty  control.empty
setup / recovery           control.r_current[1]   read_data[3]
[what timing repair did]
item / CTS / global route
setup endpoints to repair: 8 / 6
buffers inserted: 5 / 1
gates resized: 28 / 6
[power groups by stage]
stage | Sequential (µW) | Combinational (µW) | Clock (µW)
after CTS | 1670 | 1520 | 907
after global routing | 1700 | 1620 | 968
final | 1670 | 1490 | 888
[per-stage QoR]
stage	setup WS (ps)	hold WS [ps]	cells	cell area [µm²]	total power [µW]
global route	1.45	444	292	3570	4300
floorplan	650	315	143	2970	2610
CTS	18.7	398	291	3570	4100
global placement	194	506	270	3350	3100
finish	110	397	292	3570	4050
detailed placement	178	513	270	3350	3120
[cell type report]
class	instances	area [µm²]	share of cell area, %
Clock inverter	7	71.3	2.00
Multi-Input combinational cell	64	761	21.3
Inverter	1	3.75	0.105
Timing Repair Buffer	40	362	10.1
Tap cell	99	124	3.47
Clock buffer	9	124	3.47
Sequential cell	72	2120	59.5
[Yosys cell counts, drive strengths merged (2+ instances only)]
library cell,count,area [µm²]
buf,5,52.6
nand2b,4,25.0
mux2,10,139
xor2,2,17.5
xnor2,8,70.1
nor3,2,10.0
dfrtp,7,175
o21ai,5,25.0
nand2,2,7.51
mux4,16,394
edfxtp,64,1920
ha,2,25.0
nor2,7,26.3
or4b,2,20.0
[cell families (layout without fill, tap and decap cells)]
kind of cell	after synthesis	count (layout)	synth area share, %
flip-flops	72	72	71.5
multiplexers	26	26	17.9
AND/OR/NAND/NOR	20	20	3.67
XOR/XNOR	10	10	2.95
buffers and inverters	7	57	2.02
AND-OR/OR-AND	6	6	1.10
adder cells (fa/ha/maj)	2	2	0.842
[metal layers]
layer	vias to the layer above	part of all wire, %	global-route usage (%)
met3	6	10	10.6
met5	-	0	0
li1	662	-	-
met1	691	39	21.7
met2	64	49	23.8
met4	0	1.2	1.47
[worst register-to-register path, delay by kind of cell (launching register included)]
family          cells  cell delay [ps]
simple gates        1              500
buf+inv             2              290
xor+xnor            1              170
fa+ha+maj           1              300
flops               1              430
compound gates      1              170
No activity file was given, so power comes from the tool's default toggle rates.
